===== /design/flow/design.v =====
interface ahb_lite;
    logic hclk;
    logic hrstn;
    logic hready;
    logic hready_in;
    logic hresp;
    logic [31:0] hrdata;
    logic [31:0] haddr;
    logic hwrite;
    logic [2:0] hsize;
    logic [2:0] hburst;
    logic [3:0] hport;
    logic [1:0] htrans;
    logic hmastlock;
    logic [31:0] hwdata;
    logic hselx;
    modport master (
    input hclk,
    input hrstn,
    input hready,
    input hresp,
    input hrdata,
    output haddr,
    output hwrite,
    output hsize,
    output hburst,
    output hport,
    output htrans,
    output hmastlock,
    output hwdata
    );
    modport slave (
    input hclk,
    input hrstn,
    input hselx,
    input haddr,
    input hwrite,
    input hsize,
    input hburst,
    input hport,
    input htrans,
    input hmastlock,
    input hready_in,
    input hwdata,
    output hready,
    output hresp,
    output hrdata
    );
endinterface 
module addr_parser #(
    parameter CACHE_LINE=128,
    parameter CACHE_SIZE=8192
) (
    input [31:0] addr,
    output [31 - $clog2(CACHE_SIZE * 8/CACHE_LINE) - $clog2(CACHE_LINE/32) - 2:0] tag,
    output [$clog2(CACHE_SIZE * 8/CACHE_LINE)-1:0] index,
    output [$clog2(CACHE_LINE/32)-1:0] offset
);
    assign {tag, index, offset} = addr[31:2];
endmodule
module line_segment_selector(
    input [127:0] data_line,
    input [1:0] offset,
    output logic [31:0] selected_data
);
always_comb begin
    case(offset)
        2'd0: selected_data = data_line[31:0];
        2'd1: selected_data = data_line[63:32];
        2'd2: selected_data = data_line[95:64];
        2'd3: selected_data = data_line[127:96];
    endcase
end
endmodule
module sim_addr_data_mapping_gen #(
    parameter BASE_ADDR = 32'h0000_0a00
) (
    input [31:0] addr,
    output [31:0] mem_idx,
    output [31:0] sim_data_exp
);
    assign mem_idx = {2'b00, addr[31:2]};
    assign sim_data_exp = addr - BASE_ADDR;
endmodule

===== /design/flow/run.sh =====
#!/bin/bash
# OpenROAD 26Q1-2900-gdf79404cd8, Yosys 0.63+post, stock flow scripts
make -C /OpenROAD-flow-scripts/flow DESIGN_CONFIG=/design/flow/config.mk WORK_HOME=/design/flow/orfs finish

===== /design/flow/config.mk =====
export PLATFORM = sky130hd
export DESIGN_NAME = sim_addr_data_mapping_gen
export DESIGN_NICKNAME = sim_addr_data_mapping_gen
export VERILOG_FILES = /design/flow/design.v
export SDC_FILE = /design/flow/constraint.sdc
export NUM_CORES = 4
export LEC_CHECK = 1
export CORE_AREA = 10 10 70 70
export DIE_AREA = 0 0 80 80

===== /design/flow/constraint.sdc =====
current_design sim_addr_data_mapping_gen

set clk_period 5.8
set clk_io_pct 0.2

create_clock -name clk0 -period $clk_period

set non_clock_inputs [all_inputs -no_clocks]
set_input_delay [expr $clk_period * $clk_io_pct] -clock clk0 $non_clock_inputs
set_output_delay [expr $clk_period * $clk_io_pct] -clock clk0 [all_outputs]

==> summary.txt <==
Implementation results.

The flow ran to the end, and the final reports show no timing, DRC or antenna violations. Per the gpl log, the routability congestion estimate is 0.709. The leakage power of the design is 0.456 nW. Setup repair after global routing left no endpoint under its margin. The first global-routing pass estimated 3660 um of wire. The launch point of the worst hold path is addr[2]. The largest stage delay on the critical path is 0.57 ns. The vertical die dimension reported for this design is 80 um. The worst setup path is launched from a primary input. In the log, the iteration count for the first detailed-route pass is 2.

The total core area is 0.00342 sq mm. Overall routing resource usage recorded by global route was 6.79%. The post-route netlist has 7.87% of its cells at a drive strength greater than 1. The overall power after layout is 0.0000717 W. The number of vias in the routed layout is 662. The normalized max-slew margin is 61.8%. The floorplan die area is 0.00640 sq mm. In this run the remaining antenna-violating nets after routing total 0. The antenna diode count is 0.

The synthesized instance count is 98. The sequential share of the synthesized area is 0%. STA classifies the critical path endpoint as a primary output.

The largest net degree at the start of global routing is 7. The floorplan step records an initial core utilization of 22.0%. The post-route fraction of the period consumed by the critical path is 80.1%. The number of standard-cell rows in the floorplan is 21.

The average wire length per cell after detail routing is 14.0 um. In the setup report, the worst path falls into the class in -> out. The number of buffers added for setup after CTS is 0. The final routed wirelength across all metal layers is 2420 um. The power per cell area is 60.0 mW/mm^2.

The reported max-cap violation count is 0. The max-slew violation count is 0. At the worst endpoint, the required time is 4.64 ns. The slowest stage of the critical path is the sky130_fd_sc_hd__or4_4 cell. For this run, the detailed router reports a per-instance via density of 3.83. The detailed router finished its first iteration with 11 violations. There are 0 flip-flops and latches.

Looking at the hold checks, the worst path lands on mem_idx[0]. The flow measured a signed area growth from synthesis to layout of 59.2%. The sequential cells in the finished layout cover a total of 0 sq um.

Per the power-grid run, VDD falls by no more than 0.0000180 V. Setup violations remaining at the end of the flow were counted as 0. In the final layout, the fill cell count is 347.

The hold violation count in the final report is 0. The number of different library cells in the post-synthesis netlist is 21. Max fanout on the critical path was recorded as 4.

Counting both buffers and inverters, the worst setup path holds a total of 2. The transition at the pin with the smallest max-transition slack is 0.567 ns. The synthesized netlist has a Yosys-reported chip area of 751 sq um. The global route stage reports its total congestion overflow as 0. The arrival time at the worst endpoint is 3.48 ns. The number of buffers inserted by hold repair at cts is 0. Broken down by cell family, the worst path's largest delay share belongs to simple AND/OR/NAND/NOR gates.

The number of stages on the worst hold path is 0. The post-detailed-route DRC marker count is 0. The signal on the critical path passes through clkdlybuf4s50_1 -> or4_4 -> or4_4 -> nor3_2 -> xor2_1 -> clkdlybuf4s50_1. The number of I/O pins is 96. The number of cell instances after yosys synthesis is 98. The number of antenna violations at the first check in global routing is 0. The number of I/O port buffers is 69. The average instance in the mapped netlist occupies 7.66 sq um.

The horizontal die dimension is 80 um. The tally of clock buffers in the finished layout is 0. The logs give a warning total of 32. The final timing report derives a shortest allowable period of 4.64 ns. The path category of the worst min-delay check is in -> out. Setup total negative slack on the finished layout was measured at 0 ns.

The fmax is 215 MHz. The mapped cell area is 751 sq um. The via count of the first global-routing pass is 718.

The sum of net half-perimeters after detailed placement is 2180 um. Counting the warning lines in the Yosys log gives 0. The post-cts resize count is 0.
## Yosys cell counts (all sizes together)
master	count	area, sq um
buf	41	308
xor2	13	114
nor3	8	55.1
xnor2	7	61.3
nand2	4	15.0
nor2	4	15.0
nor4	4	46.3
or4	4	41.3
inv	3	11.3
nand3	3	20.0
nand2b	2	12.5
conb	1	3.75
ha	1	12.5
nand4b	1	23.8
o21ai	1	5.00
or3	1	6.26
## logic make-up after synthesis
group / share of synthesized area [%]
XOR/XNOR: 23.3
AND/OR/NAND/NOR: 31.3
adder cells (fa/ha/maj): 1.67
AND-OR/OR-AND: 0.666
buffers and inverters: 42.5
other: 0.500
## cell usage in the layout, fill, tap and decap left out, drive strengths merged
master	netlist	final
nand2	4	4
nand3	3	3
inv	3	3
or3	1	1
nor3	8	8
conb	1	2
nand4b	1	1
xnor2	7	7
o21ai	1	1
nand2b	2	2
or4	4	4
nor2	4	4
ha	1	1
nor4	4	4
xor2	13	13
clkdlybuf4s50	0	69
## stage by stage
stage | cells | worst slack [ns] | hold slack (ns) | cell area (sq um) | util (%)
after floorplan | 99 | 2.23 | 2.34 | 754 | -
after global placement | 173 | 1.14 | 2.32 | 1190 | 35.0
after detailed placement | 173 | 1.14 | 2.32 | 1190 | 35.0
after CTS | 173 | 1.13 | 2.32 | 1190 | 35.0
after global routing | 173 | 1.03 | 2.32 | 1190 | 35.0
final | 173 | 1.16 | 2.32 | 1190 | 35.0
## where the power goes
part / total, W / internal (W) / leakage (nW) / switching (W)
Sequential: 0 / 0 / 0 / 0
Combinational: 0.0000717 / 0.0000508 / 0.456 / 0.0000209
Clock: 0 / 0 / 0 / 0
## worst max-delay path by stage
stage                 startpoint               end  slack, ns  depth (start not counted)
after global routing    addr[19]  sim_data_exp[29]       1.03                          6
after CTS               addr[25]  sim_data_exp[30]       1.13                          6
final                   addr[25]  sim_data_exp[30]       1.16                          6
## metal layers
metal / up-vias / share of wire, % / global-route usage, %
met5: - / 0 / 0
met4: 0 / 0.37 / 0.704
met3: 3 / 12 / 2.16
met2: 34 / 48 / 11.7
met1: 284 / 39 / 8.24
li1: 341 / - / -
## layout make-up
cell class	instances	area (sq um)	area share, %
repair buffers	69	691	57.8
multi-input cells	55	435	36.4
well taps	46	57.6	4.82
inverters	3	11.3	0.942
Power is estimated from default activity; no workload was simulated.
